## design/flow/design.v

```verilog
module Clock #(parameter CLK_FRQ = 100000000)(
    input clk,
    input rst,
    input start,
    input stop,
    input edit,
    input [5:0] e_minute,
    input [4:0] e_hour,
    output reg [5:0] second,
    output reg [5:0] minute,
    output reg [4:0] hour,
    output idle_mode, 
    output run_mode, 
    output edit_mode
    );
    reg [$clog2(CLK_FRQ)-1 : 0] count;
    reg [1:0] state; 
    parameter idle_state = 2'b00;
    parameter run_state  = 2'b01;
    parameter edit_state = 2'b10;
    parameter stop_state = 2'b11;
    assign idle_mode = (state == idle_state);
    assign run_mode  = (state == run_state);
    assign edit_mode = (state == edit_state);
    always @(posedge clk or posedge rst) begin
        if(rst) begin
            count  <= 0;
            second <= 0;
            minute <= 0;
            hour   <= 0;
            state  <= idle_state;
        end
        else begin
            case(state)
                idle_state: begin
                    count <= 0;
                    if(start) state <= run_state;
                    else if(edit) state <= edit_state;
                end
                run_state: begin
                    if(stop) state <= stop_state;
                    else if(edit) state <= edit_state;
                    else begin
                        if(count == CLK_FRQ - 1) begin
                            count <= 0;
                            if(second == 59) begin
                                second <= 0;
                                if(minute == 59) begin
                                    minute <= 0;
                                    if(hour == 12) hour <= 1;  
                                    else hour <= hour + 1;
                                 end
                                else minute <= minute + 1;
                             end
                            else second <= second + 1;
                         end
                        else count <= count + 1;
                     end
                 end
                edit_state: begin
                    minute <= e_minute;
                    hour   <= e_hour;
                    if(start) state <= run_state;
                    else if(stop) state <= stop_state;
                    else if(!edit) state <= idle_state;  
                end
                stop_state: begin
                    if(start) state <= run_state;
                    else if(rst) state <= idle_state;
                end
                default: state <= idle_state;
            endcase
        end   
    end
endmodule
```

## design/flow/run.sh

```bash
#!/bin/bash
# OpenROAD 26Q1-2900-gdf79404cd8, Yosys 0.63+post, stock flow scripts
make -C /OpenROAD-flow-scripts/flow DESIGN_CONFIG=/design/flow/config.mk WORK_HOME=/design/flow/orfs finish
```

## design/flow/constraint.sdc

```tcl
current_design Clock

set clk_period 2.8
set clk_io_pct 0.2

create_clock -name clk0 -period $clk_period [get_ports {clk}]

set non_clock_inputs [all_inputs -no_clocks]
set_input_delay [expr $clk_period * $clk_io_pct] -clock clk0 $non_clock_inputs
set_output_delay [expr $clk_period * $clk_io_pct] -clock clk0 [all_outputs]
```

## design/flow/config.mk

```make
export PLATFORM = sky130hd
export DESIGN_NAME = Clock
export DESIGN_NICKNAME = Clock
export VERILOG_FILES = /design/flow/design.v
export SDC_FILE = /design/flow/constraint.sdc
export NUM_CORES = 4
export LEC_CHECK = 1
export CORE_UTILIZATION = 50
```

==> results.json <==
{
  "clk_pin_slew_worst_paths_ns": 0.10,
  "synth_seq_share": 0.4151,
  "die_w_um": 78.11,
  "cp.arrival_ns": 2.55,
  "holdPathEnd": "count[0]$_DFFE_PP0P_",
  "fp_util": 0.5228,
  "place_ws_ns": 0.4260,
  "critPathCaptureType": "register",
  "max-vdd-ir-drop_mv": 0.2858,
  "cap_violations": 0,
  "fin_crit_sh": 0.8409,
  "p_switching_w": 0.0005143,
  "max_freq_mhz": 424.7,
  "hold_depth": 1,
  "worstMarginPinSlew_ns": 0.5591,
  "n_antenna_cell": 0,
  "detail_route.wl_per_cell_um": 14.24,
  "grt_pass1_vias": 2217,
  "die_area_mm2": 0.006101,
  "critPathKind": "register to register",
  "top_area_frac": 0.4060,
  "fin_crit_ns": 2.355,
  "ant_nets": 0,
  "ys_cells": 303,
  "die_h_um": 78.11,
  "core_mm2": 0.005540,
  "r2r-start": "count[0]$_DFFE_PP0P_",
  "syn_area_per_cell_um2": 9.559,
  "drc": 0,
  "p_int_w": 0.001177,
  "layout-drive-gt1-share": 0.1760,
  "yosysWarnings": 1,
  "cts_max_level": 2,
  "boundaryPins": 36,
  "cts.sinks": 48,
  "setup-tns-final_ns": 0,
  "cts_tree": "yes",
  "fin_skew_ns": 0.009428,
  "cts_root_buffer": "clkbuf_8",
  "flop_area_mm2": 0.001202,
  "p_comb_frac": 0.242,
  "yosys_area_mm2": 0.002897,
  "syn_area_mm2": 0.002897,
  "postSynth.asyncResetShare": 1.000,
  "antenna_found_initial": 0,
  "grt_overflow": 0,
  "slowest_delay_ns": 0.56,
  "logic_area_mm2": 0.001539,
  "cpMaxStageDelayCell": "or4bb_1",
  "io_buffers": 35,
  "top_cells_by_area": "dfrtp_1 (41%), xnor2_1 (7.3%), nor2_2 (4.3%)",
  "edf_count": 0,
  "grtUsageTotal": 0.2179,
  "postCtsSetupBuffers": 0,
  "cp_num_buf_inv": 0,
  "wl_um": 5881,
  "fillers": 478,
  "p_per_area_mw_per_mm2": 499.4,
  "rsz0062_at_grt": "no",
  "cp-start-kind": "register",
  "ys_ff": 48,
  "p_leak_nw": 1.318,
  "p_seq_frac": 0.496,
  "vias": 2289,
  "cts_hold_buf": 0,
  "ys.flop_type": "dfrtp_1",
  "firstDrtPassIters": 4,
  "grt_max_degree": 32,
  "ctsResizeCount": 0,
  "path_cells": "ha_1 -> or4bb_1 -> nor4_4 -> nand4_1 -> nand2_2 -> mux2_2",
  "warning_count": 27,
  "drt_iter0_drc": 85,
  "area_growth_pct": 16.89,
  "yosysUniqueCellTypes": 56,
  "cp_max_fo": 5,
  "status": "complete, no violations",
  "reg2reg_slack_ns": 0.45,
  "clockPowerShare": 0.262,
  "min-delay-start": "count[0]$_DFFE_PP0P_",
  "worstPathRequired_ns": 3.00,
  "slew_viol_final": 0,
  "dp.final_hpwl_um": 4147,
  "ff2ff_path_depth": 6,
  "timing.final.ws_setup_ns": 0.4454,
  "synth_cells": 303,
  "clockBufferDepth": 2,
  "clock_latency_ns": 0.31,
  "max_slew_margin": 0.6242,
  "cp_top_family": "simple AND/OR/NAND/NOR gates",
  "cts_made_buffers": 5,
  "row_count": 27,
  "drt-vias-per-instance": 5.542,
  "gp_congestion": 0.8002,
  "yosysTopAreaCell": "dfrtp_1",
  "hold_viol": 0,
  "p_sw_frac": 0.3041,
  "worstReg2RegEnd": "minute[0]$_DFFE_PP0P_",
  "setup_viol": 0,
  "hp-class": "register to register",
  "grt_pass1_wl_um": 10340
}
layout by cell type (no fill, tap or decap), types with 5 or more instances in the layout:
cell type,n
dfrtp_1,47
nor4_1,6
xnor2_1,24
nand2_1,23
nor2_1,26
nand3_1,16
clkbuf_8,5
nand4_1,7
o21ai_0,12
a21oi_1,6
clkdlybuf4s50_1,35
buf_4,6
nor3_1,12
nor4_2,6
o211ai_1,5
o31ai_1,6
inv_1,16
nor2_2,20
ha_1,5
area by class of cell:
type	count	area share
inverter	17	0.01885
multi-input combinational	227	0.4545
clock buffer	5	0.02033
timing repair buffer	41	0.1168
clock inverter	3	0.007761
tap	72	0.02661
sequential	48	0.3551
power groups by stage:
stage | logic [W] | clock network (W) | registers, W
global route | 0.000466 | 0.000486 | 0.000854
finish | 0.000409 | 0.000442 | 0.000839
CTS | 0.000414 | 0.000455 | 0.000840
flip-flops by register name (all words and copies together) (netlist names):
signal  count
minute      6
state       4
hour        5
second      6
count      27
metal layers:
layer	share of wire	track usage	up-vias
li1	-	-	1158
met1	0.48	0.3321	1081
met2	0.46	0.3553	45
met3	0.042	0.03778	5
met4	0.0099	0.01667	0
met5	0	0	-
cell usage after synthesis, types with 5 or more instances:
cell      number
nor3_1        12
ha_1           5
nor4_2         6
o21ai_0       12
inv_1         17
nand3_1       16
nor2_2        20
xnor2_1       24
a21oi_1        6
nor2_1        26
o31ai_1        6
nand4_1        7
o211ai_1       5
dfrtp_1       47
nor4_1         6
nand2_1       23
metrics by stage:
stage | instances | instance area (µm²) | total power [W] | hold WS [ns] | utilization
5_1_grt | 413 | 3386 | 0.001806 | 0.5544 | 0.6111
4_1_cts | 413 | 3386 | 0.001709 | 0.5267 | 0.6111
6_report | 413 | 3386 | 0.001691 | 0.5274 | 0.6111
2_1_floorplan | 303 | 2897 | 0.001087 | 0.4657 | -
3_3_place_gp | 405 | 3291 | 0.001264 | 0.4998 | 0.5939
3_5_place_dp | 405 | 3291 | 0.001264 | 0.5051 | 0.5939
cells by family (layout without fill, tap and decap cells):
group | count (synthesis) | in the layout | share of synthesized area
AND-OR/OR-AND | 48 | 48 | 0.1127
XOR/XNOR | 24 | 24 | 0.07257
adder cells (fa/ha/maj) | 5 | 5 | 0.02160
buffers and inverters | 28 | 66 | 0.05356
flip-flops | 48 | 48 | 0.4151
multiplexers | 5 | 5 | 0.01901
AND/OR/NAND/NOR | 145 | 145 | 0.3054
worst max path at each step:
stage | endpoint | depth (start not counted) | start
after CTS | minute[0]$_DFFE_PP0P_ | 6 | count[0]$_DFFE_PP0P_
after global routing | minute[1]$_DFFE_PP0P_ | 6 | count[0]$_DFFE_PP0P_
final | minute[0]$_DFFE_PP0P_ | 6 | count[0]$_DFFE_PP0P_
Power figures rest on the tool's default switching activity, not on a simulated workload.
